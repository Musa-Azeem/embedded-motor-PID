==> flow/design.v <==
`timescale 1 ps / 1 ps
module new_component (
		input  wire        clk_clk,                 
		input  wire        rst_reset,               
		input  wire        avalon_slave_address,    
		input  wire [31:0] avalon_slave_writedata,  
		input  wire        avalon_slave_write,      
		output reg [25:0] leds_new_signal          
	);
	localparam CTR_LEN = 26; 
	localparam MAX_DUTY = 2**26 - 1;
	localparam CTR_INCR = 2**13;
	reg [CTR_LEN-1:0] counter;
	reg [CTR_LEN-1:0] counter_next;
	reg [CTR_LEN-1:0] compare [25:0];
	reg [CTR_LEN-1:0] compare_next [25:0];
	reg [25:0] pwm_bits;
	genvar i;
	generate
		for (i = 0; i < 26; i=i+1) begin: pwm_gen_loop
			always @(*) begin
				if (counter < compare[i])
					pwm_bits[i] = 1'b1;
				else
					pwm_bits[i] = 1'b0;
			end
			always @(posedge clk_clk) begin
				if (rst_reset)
					compare[i] <= 26'b0;
				else if (avalon_slave_write && avalon_slave_writedata[i])
					compare[i] <= MAX_DUTY; 		 
				else
					compare[i] <= compare_next[i];  
			end
		end
	endgenerate
	integer k;
	always @(posedge clk_clk or posedge rst_reset) begin
		if (rst_reset == 1) begin
			leds_new_signal <= 26'd0;
			counter <= 1'b0;
		end
		else begin
			counter_next <= counter + CTR_INCR;
			for (k=0; k<26; k=k+1) begin
				if (compare[k])
					compare_next[k] <= compare[k] - 1;
				else
					compare_next[k] <= compare[k];
			end
			counter <= counter_next;
			leds_new_signal <= pwm_bits;
		end
	end
endmodule
==> flow/run.sh <==
#!/bin/bash
# OpenROAD 26Q1-2900-gdf79404cd8, Yosys 0.63+post, stock flow scripts
make -C /OpenROAD-flow-scripts/flow DESIGN_CONFIG=/design/flow/config.mk WORK_HOME=/design/flow/orfs finish
==> flow/config.mk <==
export PLATFORM = sky130hd
export DESIGN_NAME = new_component
export DESIGN_NICKNAME = new_component
export VERILOG_FILES = /design/flow/design.v
export SDC_FILE = /design/flow/constraint.sdc
export NUM_CORES = 4
export LEC_CHECK = 1
export CORE_UTILIZATION = 40
==> flow/constraint.sdc <==
current_design new_component

set clk_period 9.4
set clk_io_pct 0.2

create_clock -name clk0 -period $clk_period [get_ports {clk_clk}]

set non_clock_inputs [all_inputs -no_clocks]
set_input_delay [expr $clk_period * $clk_io_pct] -clock clk0 $non_clock_inputs
set_output_delay [expr $clk_period * $clk_io_pct] -clock clk0 [all_outputs]
==> run_results.csv <==
group,metric,value,unit
cts,clk_path_buf_depth,3,
floorplan,num_rows,154,
timing,fin_crit_sh,0.430,
timing,finalSetupViolCount,0,
grt,grt_pass1_wl,272000,um
timing,final-hold-violation-count,0,
setup_path,end_kind,"flop",
synthesis,yosys.area.top_type_share,0.297,
finish,area_delta_synth_final,12.5,%
synthesis,synth_top_cell_by_count,"nor2_1",
setup_path,timing.rr.end,"leds_new_signal[3]$_DFF_PP0_",
setup_path,cpPeakStageDelay,700,ps
detailed_routing,drt-total-wl,172000,um
floorplan,fp_util,0.403,
detailed_routing,wl_per_cell,17.3,um
timing,timing.fmax,0.247,GHz
placed_design,place_congestion,0.869,
floorplan,die_x,423,um
grt,gr-total-overflow,0,
cts,cts-resized-gates,0,
setup_path,endpoint,"compare[17][6]$_SDFF_PP0_",
synthesis,synth.distinct_cells,69,
setup_path,startpoint,"rst_reset",
setup_path,critPathLaunchType,"input pin",
timing,finalClockSkew,20.2,ps
power,power.density,199,nW/um2
synthesis,synthTopCellsByCount,"nor2_1 (1655), edfxtp_1 (702), inv_1 (683), ha_1 (677), dfxtp_1 (676)",
outcome,outcome,"complete, no violations",
power,power.share.combinational,0.132,
synthesis,synthArstFlopShare,0.0364,
floorplan,num_io_pins,62,
timing,rsz0062_at_grt,"no",
power,switching_share,0.258,
cts,cts_hold_buf,0,
cts,post-cts-setup-buffers,0,
synthesis,ys_top_cells_by_area,"edfxtp_1 (30%), dfxtp_1 (19%), ha_1 (12%)",
run,tool_warnings,40,
setup_path,crit_path_max_fanout,94,
detailed_routing,drc_errors,0,
synthesis,syn_inst,7318,
setup_path,crit_top_cell,"buf_4",
timing,tightest_slew,914,ps
synthesis,ff_type,"edfxtp_1",
placed_design,dpl.hpwl,104000,um
cts,path_clk_slew,60,ps
floorplan,die-area,179000,um2
grt,grtUsageTotal,0.203,
synthesis,yosysTopAreaCell,"edfxtp_1",
floorplan,core-area,176000,um2
synthesis,avgSynthCellArea,9.70,um2
setup_path,r2r_start,"counter[7]$_DFF_PP0_",
power,ir_drop,0.175,mV
power,cell_internal_pwr,11.8,mW
setup_path,worstSetupPathType,"in -> reg",
timing,finalWorstSetupSlack,5350,ps
power,p_sw,4.09,mW
synthesis,yosysWarnings,3,
detailed_routing,vias_per_cell,5.07,
power,p_seq_frac,0.472,
setup_path,crit_slowest_cell,"buf_4",
cts,cts_root_buffer,"clkbuf_16",
setup_path,worstRegToRegCells,8,
placed_design,portBuffers,54,
grt,antenna_found_initial,4,
timing,drv_slew,0,
floorplan,die_h,423,um
cts,htreeDepth,4,
setup_path,cp.arrival,4670,ps
setup_path,r2r_slack,6250,ps
detailed_routing,dr.pass1.iters,5,
power,p_leak,31.9,nW
grt,grt_pass1_vias,49100,
finish,drive_above_1_share,0.0553,
cts,clock_sinks,1430,
worst_hold_path,hp-class,"reg -> reg",
synthesis,yosys_area,71000,um2
cts,numCtsBuffers,152,
synthesis,edf_count,702,
timing,period_needed,4050,ps
synthesis,synth.cell_area,71000,um2
finish,fillers,16100,
synthesis,synth_flops,1430,
run,drv_cap,0,
detailed_routing,via_count,50200,
grt,grt_max_degree,110,
synthesis,ys_seq_frac,0.506,
detailed_routing,ant_nets,0,
cts,clock_latency,780,ps
timing,slew_headroom,0.385,
power,clkPwrFrac,0.396,
timing,setup_tns,0,ps
placed_design,pre_cts_slack,4530,ps
synthesis,yosys_cells,7318,
cts,cts_tree,"built",
setup_path,crit_chain,"buf_8 -> buf_4 -> buf_4 -> buf_4 -> nor2_1",
detailed_routing,drt_iter0_drc,2938,
setup_path,required,10030,ps
power groups by stage:
stage	registers [mW]	clock network [mW]	logic, mW
4_1_cts	7.50	6.44	2.12
5_1_grt	7.56	6.69	2.43
6_report	7.49	6.29	2.10
layer usage:
| layer | share of wire | wire length, um | track usage | up-vias |
|---|---|---|---|---|
| met5 | 0 | 0 | 0 | - |
| met4 | 0.024 | 4160 | 0.0428 | 0 |
| met3 | 0.082 | 14100 | 0.0705 | 246 |
| met2 | 0.44 | 75800 | 0.304 | 1101 |
| met1 | 0.45 | 77800 | 0.296 | 23400 |
| li1 | - | - | - | 25500 |
stage by stage:
| step | instances | utilization | area [um2] | hold slack [ps] | total power, mW |
|---|---|---|---|---|---|
| 3_5_place_dp | 9619 | 0.423 | 74600 | 334 | 9.72 |
| 3_3_place_gp | 9619 | 0.423 | 74600 | 331 | 9.67 |
| 2_1_floorplan | 7318 | - | 71000 | 331 | 9.09 |
| 6_report | 9906 | 0.454 | 79900 | 338 | 15.9 |
| 5_1_grt | 9904 | 0.454 | 79900 | 340 | 16.7 |
| 4_1_cts | 9903 | 0.454 | 79900 | 332 | 16.1 |
cells by family (layout without fill, tap and decap cells):
logic type                 count (synthesis)  count (layout)  synth area share
adders and majority gates                677             677             0.119
other                                      0               3                 0
muxes                                     21              21           0.00319
AOI/OAI and AO/OA                        762             762            0.0662
DFF                                     1430            1430             0.506
and+or+nand+nor                         3039            3039             0.195
xor gates and xnor gates                 522             522            0.0644
buffers and inverters                    867            1112            0.0459
sequential cells by signal (all words and copies together), names as in the netlist:
register and flops:
compare 676, leds_new_signal 26, compare_next 676, counter_next 26
counter 26
layout make-up:
type | instances | area, um2 | area share
antenna | 3 | 7.51 | 0.0000940
clock buffer | 224 | 4560 | 0.0570
clock inverter | 60 | 754 | 0.00945
inverter | 683 | 2570 | 0.0321
multi-input combinational | 5021 | 31800 | 0.398
sequential | 1430 | 36000 | 0.451
tap | 2340 | 2930 | 0.0367
timing repair buffer | 145 | 1260 | 0.0158
layout by cell type, fill, tap and decap left out, types with 151 or more instances in the layout:
cell type,Yosys,layout
nor4_1,154,154
nand4_1,157,157
nor3_1,215,215
dfxtp_1,676,676
ha_1,677,677
nand2_1,339,339
o21ai_0,206,206
xnor2_1,518,518
inv_1,683,682
nand3_1,151,151
a21oi_1,229,229
clkbuf_16,0,161
edfxtp_1,702,702
nor2_1,1655,1655
critical path, delay by kind of cell:
family	cells	cell delay [ps]
buffers and inverters	4	2520
AND/OR/NAND/NOR	1	120
how the worst min path moves through the flow:
stage | endpoint | startpoint | depth (start not counted)
CTS | counter[4]$_DFF_PP0_ | counter_next[4]$_DFFE_PN_ | 0
global route | counter[14]$_DFF_PP0_ | counter_next[14]$_DFFE_PN_ | 0
finish | counter[25]$_DFF_PP0_ | counter_next[25]$_DFFE_PN_ | 0
Power is estimated from default activity; no workload was simulated.
